$ cat flow/config.mk
export PLATFORM = sky130hd
export DESIGN_NAME = comp
export DESIGN_NICKNAME = comp
export VERILOG_FILES = /design/flow/design.v
export SDC_FILE = /design/flow/constraint.sdc
export NUM_CORES = 4
export LEC_CHECK = 1
export CORE_AREA = 10 10 70 70
export DIE_AREA = 0 0 80 80
$ cat flow/design.v
module comp(a, b, l, g, eq);
input[2:0] a, b;
output reg l, g, eq;
reg[2:0] xn, an;
reg ga1, ga2, gx1, gx2;
reg la1, la2, lx1, lx2;
integer i;
reg eqa1, eqa2;
always @ (a or b)
begin
    for (i = 0; i < 3; i = i + 1) begin
        xn[i] = a[i]~^b[i];
        an[i] = (~a[i])&b[i];
    end
    la1 = xn[1]&xn[2];
    la2 = an[0]&la1;
    eqa1 = xn[2]&an[1];
    lx1 = eqa1~^an[2];
    lx2 = lx1~^la2;
    l = lx2;  
    eqa2 = la1&xn[0];
    eq = eqa2;  
    ga1 =(~b[0])&a[0]; 
    ga2 =la1&(~ga1); 
    gx1 =an[2]^eqa1;
    gx2 =ga2~^gx1; 
    g = gx2;  
end
endmodule
$ cat flow/run.sh
#!/bin/bash
# OpenROAD 26Q1-2900-gdf79404cd8, Yosys 0.63+post, stock flow scripts
make -C /OpenROAD-flow-scripts/flow DESIGN_CONFIG=/design/flow/config.mk WORK_HOME=/design/flow/orfs finish
$ cat flow/constraint.sdc
current_design comp

set clk_period 2.2
set clk_io_pct 0.2

create_clock -name clk0 -period $clk_period

set non_clock_inputs [all_inputs -no_clocks]
set_input_delay [expr $clk_period * $clk_io_pct] -clock clk0 $non_clock_inputs
set_output_delay [expr $clk_period * $clk_io_pct] -clock clk0 [all_outputs]
==> results.toml <==
# synthesis and place-and-route metrics
[run_status]
status = "finished clean"

[yosys]
ys_seq_share_pct = 0
syn_avg_cell_area_um2 = 8.10
ys_cells = 17
yosysTopAreaCellShare_pct = 36.4
yosys.area.top_type = "ha_1"
top_cells_by_count = "ha_1 (4), inv_1 (4), mux2i_1 (2), nand2_1 (2)"
topCellsByArea = "ha_1 (36%), mux2i_1 (15%), inv_1 (11%)"
syn-instance-count = 17
yosys_area_um2 = 138
yosysWarningCount = 1
mappedNetlistArea_um2 = 138
synth_cell_types = 9

[worst_setup_path]
worstSetupStartpointType = "input pin"
worst_path_largest_cell_delay_ns = 0.46
worst_setup_path_end_kind = "output pin"
crit_family = "buffers and inverters"
cp_slowest_cell = "clkdlybuf4s50_1"
required_ns = 1.76
worstPathArrival_ns = 1.60
critPathLaunch = "b[2]"
critical_path_buf_inv_count = 2
crit_type = "in -> out"
worstPathMaxFanout = 3
crit_chain = "dlygate4sd2_1, ha_4, and3_2, clkdlybuf4s50_1"

[power_and_ir_drop]
power_density_nw_per_um2 = 156
p_int_mw = 0.0284
seqPwrFrac_pct = 0
swShare_pct = 38.3
ir_drop_mv = 0.0208
leakage_nw = 0.135
comb_power_share_pct = 100.0
switching_power_mw = 0.0176
pwr-share-clk_pct = 0

[cts]
cts_resized = 16
post-cts-setup-buffers = 0
ctsHoldBuffers = 0

[route]
avgRoutedWirePerCell_um = 5.82
via_per_inst = 1.95
finalWirelength_um = 425
ant_nets = 0
drt_first_iter_violations = 2
dr.pass1.iters = 2
num_vias = 142
drc = 0

[global_routing]
use_met3_pct = 0.455
top_usage_layer = "met2"
grt_max_degree = 4
grt_pass1_vias = 138
grtUsageTotal_pct = 1.32
met1_usage_pct = 1.32
gr-usage-met2_pct = 2.65
grt_pass1_wl_um = 676
grt_overflow = 0
antenna_found_initial = 1

[cells_and_area]
layout.area.comb_um2 = 148
final_core_util_pct = 8.64
nClkBuffers = 0
regArea_um2 = 0
drive_above_1_share_pct = 30.8
final_area_um2 = 295
fin_cells = 73
numSequentialCells = 0
area_delta_synth_final_pct = 115
fillers = 410

[place]
dp.cells = 72
place_congestion = 0.613
dp_hpwl_um = 409
placed_cell_area_um2 = 285
portBuffers = 9
dp_slack_ns = -0.480

[die]
chipWidth_um = 80
die_area_um2 = 6400
io_pins = 9
fp-row-count = 21
die_y_um = 80
fp_util_pct = 4.03
design.core.area_um2 = 3420

[sta]
final-setup-viol-count = 0
final.setup.worst_slack_ns = 0.164
rsz0062_at_grt = "false"
tightestPinTransition_ns = 0.170
fmax_mhz = 491
fin_crit_ns = 2.04
setup_tns_ns = 0
finalHoldViolCount = 0
maxSlewHeadroom_pct = 88.3
slew_violations = 0
period_used_pct = 92.5

[min_path]
hp-class = "in -> out"
timing.hold.worst.start = "b[2]"

[run]
warnings = 33
maxCapViolCount = 0
-- kinds of logic after synthesis --
family                     synth area share (%)
adders and majority gates                  36.4
buffers and inverters                      10.9
muxes                                      14.5
xor gates and xnor gates                   12.7
and+or+nand+nor                            25.5
-- metal layers --
metal	vias to the layer above	part of all wire (%)
li1	74	-
met1	65	34
met2	3	57
met3	0	8.0
met4	0	0
met5	-	0
-- power groups by stage --
stage                   clock (mW)  sequential [mW]  combinational [mW]
after CTS                        0                0              0.0477
after global routing  0.0000000607                0              0.0527
final                 0.0000000607                0              0.0460
-- metrics by stage --
| stage | hold WS, ns | total power [mW] |
|---|---|---|
| after detailed placement | 2.04 | 0.0508 |
| after floorplan | 1.10 | 0.0218 |
| after global placement | 2.03 | 0.0505 |
| after global routing | 1.47 | 0.0527 |
| final | 1.44 | 0.0460 |
| after CTS | 1.45 | 0.0477 |
-- area by class of cell --
class	count	share of cell area (%)
Inverter	4	5.08
Tap cell	46	19.5
Multi-Input combinational cell	13	50.0
Antenna cell	1	0.847
Timing Repair Buffer	9	24.6
-- final timing paths --
| kind | to | cells after the start |
|---|---|---|
| hold / removal | l | 4 |
| setup / recovery | eq | 4 |
-- cells in the final DEF (no fill, tap or decap) --
cell type        count
xnor2_1              1
inv_2                2
xor2_1               1
nor2b_4              1
nand2b_1             1
nand2_1              2
and3_2               1
mux2i_1              2
buf_2                2
clkdlybuf4s50_1      1
inv_1                2
ha_4                 2
ha_1                 2
dlygate4sd2_1        6
diode_2              1
Power figures rest on the tool's default switching activity, not on a simulated workload.
